`flow/config.mk`:
```
export PLATFORM = sky130hd
export DESIGN_NAME = array
export DESIGN_NICKNAME = array
export VERILOG_FILES = /design/flow/design.v
export SDC_FILE = /design/flow/constraint.sdc
export NUM_CORES = 4
export LEC_CHECK = 1
export CORE_AREA = 10 10 76 76
export DIE_AREA = 0 0 86 86
```
`flow/constraint.sdc`:
```
current_design array

set clk_period 3.8
set clk_io_pct 0.2

create_clock -name clk0 -period $clk_period [get_ports {clk}]

set non_clock_inputs [all_inputs -no_clocks]
set_input_delay [expr $clk_period * $clk_io_pct] -clock clk0 $non_clock_inputs
set_output_delay [expr $clk_period * $clk_io_pct] -clock clk0 [all_outputs]
```
`flow/design.v`:
```
`timescale 1ns/1ns
module array(clk, address);
    output reg [14:0] address;
    input clk;
    initial address = 15'd1023;
    always@(posedge clk) begin 
        if(address < 9216) begin
            address <= address + 15'd1;
        end
    end  
endmodule
```
`flow/run.sh`:
```
#!/bin/bash
# OpenROAD 26Q1-2900-gdf79404cd8, Yosys 0.63+post, stock flow scripts
make -C /OpenROAD-flow-scripts/flow DESIGN_CONFIG=/design/flow/config.mk WORK_HOME=/design/flow/orfs finish
```
==> results.toml <==
# implementation run metrics
[outcome]
status = "finished clean"

[yosys]
yosysCellCount = 58
ys_seq_share_pct = 59.41
synth.cell_area_um2 = 758.2
ys.flops = 15
avgSynthCellArea_um2 = 13.07
synth_cell_types = 16
synthCells = 58
ys_area_um2 = 758.2
synth_warnings = 1

[drt]
drtIter0Drc = 110
routedWlPerCell_um = 11.83
diodes = 0
ant_nets = 0
post-route-drc-count = 0
vias_per_cell = 3.938
routed_wl_um = 1514
vias = 504
first_pass_iters = 4

[die]
die_x_um = 86
chipArea_um2 = 7396
fp_util_pct = 18.43
ios = 16
core.rowCount = 23
fp.dieH_um = 86
core_area_um2 = 4115

[layout]
largest_registers = "address x15"
drive_gt1_share_pct = 10.26
largest_register = "address"
syn_to_final_growth_pct = 34.98
layout_top_cells = "edfxtp_1 (15), clkdlybuf4s50_1 (15), xor2_1 (8)"
largest_reg_flops = 15

[setup_path]
max_stage_delay_ns = 0.52
worst-path-buf-inv = 1
cp_max_fo = 7
crit_type = "flip-flop to primary output"
start_kind = "flip-flop"
cpMaxStageDelayCell = "clkdlybuf4s50_1"
endpoint_kind = "primary output"
cp.arrival_ns = 1.26
crit_chain = "clkdlybuf4s50_1"
path_delay_family = "buffers and inverters"
cp.required_ns = 3.04

[sta]
tightest_slew_ns = 0.3301
rsz0062_at_grt = "no"
finalHoldViolCount = 0
fmax_ghz = 0.4959
slew_headroom_pct = 77.79
maxSlewViolCount = 0
fin_crit_sh_pct = 53.06
fin_tns_setup_ns = 0
clock-skew-final_ns = 0.002129
fin_crit_ns = 2.016
fin_ws_ns = 1.784
setup_viol = 0

[cts]
clock_latency_ns = 0.24
clockRootBuffer = "clkbuf_8"
cts_buffer_depth = 2
clk_pin_slew_ns = 0.06
post_cts_resized = 0
cts_tree = "built"
hold_buffers = 0
clock-sinks = 15
cts_buffers = 3
post_cts_buffers = 0
htree_levels = 1

[placed_design]
dpl_worst_slack_ns = 2.041
dp_hpwl_um = 1105
portBuffers = 15
routabilityCongestion = 0.7892

[grt]
overflow = 0
track_usage_pct = 4.291
grt_pass1_vias = 503
antenna_found_initial = 0
grt_pass1_wl_um = 2553
grt_max_degree = 16

[job]
warnings = 25
max_cap_violations = 0

[pwr]
ir_drop_mv = 0.1822
p_leak_nw = 0.3967
power_per_cell_area_nw_per_um2 = 298.2

[hold_path]
hold_class = "flip-flop to flip-flop"
-- logic make-up after synthesis --
group                    count (synthesis)  share of synthesized area, %
adder cells (fa/ha/maj)                  1                         1.650
AND/OR/NAND/NOR                         24                         21.29
flip-flops                              15                         59.41
AND-OR/OR-AND                            1                        0.6594
XOR/XNOR                                13                         15.02
buffers and inverters                    4                         1.980
-- synthesized netlist by cell type --
library cell	n	area [um^2]
edfxtp_1	15	450.4
a21oi_1	1	5.000
nand2_1	4	15.01
or3_1	1	6.260
nand3_2	1	10.01
nor3_1	5	25.02
nand4_1	2	12.51
ha_1	1	12.51
nand3_1	4	20.02
xnor2_1	5	43.79
nor4_1	1	6.260
nor4_2	1	12.51
inv_1	4	15.01
nand4_4	2	42.54
nor2_1	3	11.26
xor2_1	8	70.07
-- final timing paths --
path | startpoint | endpoint | slack [ns] | depth (start not counted)
hold reg to reg | address[14]$_DFFE_PN_ | address[14]$_DFFE_PN_ | 0.63 | 1
setup reg to reg | address[0]$_DFFE_PN_ | address[14]$_DFFE_PN_ | 2.21 | 4
hold / removal | address[14]$_DFFE_PN_ | address[14]$_DFFE_PN_ | 0.63 | 1
setup / recovery | address[2]$_DFFE_PN_ | address[2] | 1.78 | 1
-- layer usage --
layer	track usage [%]	vias to the layer above	wire (um)
li1	-	253	-
met1	6.160	231	732
met2	5.003	18	551
met3	3.337	2	217
met4	0.4491	0	13
met5	0	-	0
-- power by group --
group	total [mW]	internal, mW	switching [mW]
combinational	0.000000199	0	0
clock	0.126	0.0742	0.0518
sequential	0.179	0.179	0
-- area by class of cell --
cell class	instances	area [um^2]
fillers	417	3092
flip-flops and latches	15	450.4
multi-input cells	39	292.8
repair buffers	16	157.7
well taps	50	62.56
clock buffers	4	45.04
inverters	4	15.01
-- stage by stage --
| stage | instances | instance area, um^2 | hold slack (ns) | utilization (%) | power, mW |
|---|---|---|---|---|---|
| 4_1_cts | 128 | 1023 | 0.6307 | 24.87 | 0.3102 |
| 5_1_grt | 128 | 1023 | 0.6603 | 24.87 | 0.3184 |
| 3_3_place_gp | 124 | 978.4 | 0.6092 | 23.78 | 0.1827 |
| 2_1_floorplan | 58 | 758.2 | 0.5706 | - | 0.1827 |
| 3_5_place_dp | 124 | 978.4 | 0.6224 | 23.78 | 0.1827 |
| 6_report | 128 | 1023 | 0.6295 | 24.87 | 0.3052 |
No activity file was given, so power comes from the tool's default toggle rates.
